==> design.v <==
module dist_sort (
    input logic clk, rst,
    input logic [63:0] query,                     
    input logic [63:0] search_0, search_1,        
                   search_2, search_3,
                   search_4, search_5,
                   search_6, search_7,
    input logic in_valid,
    output logic [2:0] addr_1st,                  
    output logic [2:0] addr_2nd,                  
    output logic out_valid                        
);
    logic [63:0] search_vectors[7:0];
    logic [63:0] query_r, search_0_r, search_1_r, search_2_r, search_3_r;
    logic [63:0] search_4_r, search_5_r, search_6_r, search_7_r;
    logic in_valid_r;
    always_ff @(posedge clk or posedge rst) begin
        if (rst) begin
            query_r <= 64'd0;
            search_0_r <= 64'd0;
            search_1_r <= 64'd0;
            search_2_r <= 64'd0;
            search_3_r <= 64'd0;
            search_4_r <= 64'd0;
            search_5_r <= 64'd0;
            search_6_r <= 64'd0;
            search_7_r <= 64'd0;
            in_valid_r <= 1'b0;
        end else begin
            query_r <= query;
            search_0_r <= search_0;
            search_1_r <= search_1;
            search_2_r <= search_2;
            search_3_r <= search_3;
            search_4_r <= search_4;
            search_5_r <= search_5;
            search_6_r <= search_6;
            search_7_r <= search_7;
            in_valid_r <= in_valid;
        end
    end
    assign search_vectors[0] = search_0_r;
    assign search_vectors[1] = search_1_r;
    assign search_vectors[2] = search_2_r;
    assign search_vectors[3] = search_3_r;
    assign search_vectors[4] = search_4_r;
    assign search_vectors[5] = search_5_r;
    assign search_vectors[6] = search_6_r;
    assign search_vectors[7] = search_7_r;
    wire [31:0] distances[7:0];
    wire distances_calculated;
    distance_calc distance_calc_inst (
        .clk(clk),
        .rst(rst),
        .query_vector(query_r),
        .search_vectors(search_vectors),            
        .in_valid(in_valid_r),
        .distance_results(distances),               
        .calculation_complete(distances_calculated)  
    );
    logic [2:0] addr_1st_internal, addr_2nd_internal;
    logic out_valid_internal;
    find_two_smallest find_two_smallest_inst (
        .clk(clk),
        .rst(rst),
        .in_valid(distances_calculated),
        .distances(distances),                      
        .addr_1st(addr_1st_internal),
        .addr_2nd(addr_2nd_internal),
        .out_valid(out_valid_internal)
    );
    logic out_valid_next;
    always_comb begin
        if (out_valid_internal && in_valid_r) begin
            out_valid_next = 1'b1;
        end else begin
            out_valid_next = 1'b0;
        end
    end
    always_ff @(posedge clk or posedge rst) begin
        if (rst) begin
            addr_1st <= 3'd0;
            addr_2nd <= 3'd0;
            out_valid <= 1'b0;
        end else begin
            addr_1st <= addr_1st_internal;   
            addr_2nd <= addr_2nd_internal;   
            out_valid <= out_valid_next;     
        end
    end
endmodule
module distance_calc (
    input logic clk, rst,
    input logic [63:0] query_vector,           
    input logic [63:0] search_vectors[7:0],   
    input logic in_valid,
    output logic [31:0] distance_results[7:0],  
    output logic calculation_complete
);
    logic [63:0] query_vector_r;
    logic [63:0] search_vectors_r[7:0];
    logic in_valid_r;
    logic [31:0] partial_sums[7:0][4];  
    always_ff @(posedge clk or posedge rst) begin
        if (rst) begin
            query_vector_r <= 64'd0;
            search_vectors_r <= '{default: 64'd0};
            in_valid_r <= 1'b0;
        end else begin
            query_vector_r <= query_vector;
            search_vectors_r <= search_vectors;
            in_valid_r <= in_valid;
        end
    end
    always_comb begin
        for (int i = 0; i < 8; i++) begin
            for (int k = 0; k < 4; k++) begin
                partial_sums[i][k] = 32'd0;
            end
            for (int j = 0; j < 16; j++) begin
                automatic logic [3:0] query_elem = query_vector_r[j*4 +: 4];
                automatic logic [3:0] search_elem = search_vectors_r[i][j*4 +: 4];
                automatic logic [3:0] abs_diff = (query_elem > search_elem) ? 
                                                 (query_elem - search_elem) : 
                                                 (search_elem - query_elem);
                partial_sums[i][j / 4] += abs_diff * abs_diff;
            end
        end
    end
    always_ff @(posedge clk or posedge rst) begin
        if (rst) begin
            for (int i = 0; i < 8; i++) begin
                distance_results[i] <= 32'd0;
            end
            calculation_complete <= 1'b0;
        end else if (in_valid_r) begin
            for (int i = 0; i < 8; i++) begin
                distance_results[i] <= partial_sums[i][0] +
                                       partial_sums[i][1] +
                                       partial_sums[i][2] +
                                       partial_sums[i][3];
            end
            calculation_complete <= 1'b1;
        end else begin
            calculation_complete <= 1'b0;
        end
    end
endmodule
module find_two_smallest (
    input logic clk, rst,
    input logic in_valid,
    input logic [31:0] distances[7:0],    
    output logic [2:0] addr_1st, addr_2nd,  
    output logic out_valid
);
    logic [31:0] stage1_min[3:0], stage1_max[3:0];
    logic [2:0] stage1_min_addr[3:0], stage1_max_addr[3:0];
    compare_and_swap_with_addr_priority u1 (
        .a(distances[0]), .b(distances[1]),
        .addr_a(3'd0), .addr_b(3'd1),
        .min_val(stage1_min[0]), .max_val(stage1_max[0]),
        .min_addr(stage1_min_addr[0]), .max_addr(stage1_max_addr[0])
    );
    compare_and_swap_with_addr_priority u2 (
        .a(distances[2]), .b(distances[3]),
        .addr_a(3'd2), .addr_b(3'd3),
        .min_val(stage1_min[1]), .max_val(stage1_max[1]),
        .min_addr(stage1_min_addr[1]), .max_addr(stage1_max_addr[1])
    );
    compare_and_swap_with_addr_priority u3 (
        .a(distances[4]), .b(distances[5]),
        .addr_a(3'd4), .addr_b(3'd5),
        .min_val(stage1_min[2]), .max_val(stage1_max[2]),
        .min_addr(stage1_min_addr[2]), .max_addr(stage1_max_addr[2])
    );
    compare_and_swap_with_addr_priority u4 (
        .a(distances[6]), .b(distances[7]),
        .addr_a(3'd6), .addr_b(3'd7),
        .min_val(stage1_min[3]), .max_val(stage1_max[3]),
        .min_addr(stage1_min_addr[3]), .max_addr(stage1_max_addr[3])
    );
    logic [31:0] stage2_min[1:0], stage2_max[1:0];
    logic [2:0] stage2_min_addr[1:0], stage2_max_addr[1:0];
    compare_and_swap_with_addr_priority u5 (
        .a(stage1_min[0]), .b(stage1_min[1]),
        .addr_a(stage1_min_addr[0]), .addr_b(stage1_min_addr[1]),
        .min_val(stage2_min[0]), .max_val(stage2_max[0]),
        .min_addr(stage2_min_addr[0]), .max_addr(stage2_max_addr[0])
    );
    compare_and_swap_with_addr_priority u6 (
        .a(stage1_min[2]), .b(stage1_min[3]),
        .addr_a(stage1_min_addr[2]), .addr_b(stage1_min_addr[3]),
        .min_val(stage2_min[1]), .max_val(stage2_max[1]),
        .min_addr(stage2_min_addr[1]), .max_addr(stage2_max_addr[1])
    );
    logic [31:0] final_min, final_2nd_min;
    logic [2:0] final_min_addr, final_2nd_min_addr;
    always_comb begin
        if (stage2_min[0] < stage2_min[1] || 
           (stage2_min[0] == stage2_min[1] && stage2_min_addr[0] < stage2_min_addr[1])) begin
            final_min = stage2_min[0];
            final_min_addr = stage2_min_addr[0];
        end else begin
            final_min = stage2_min[1];
            final_min_addr = stage2_min_addr[1];
        end
        final_2nd_min = 32'hFFFFFFFF;
        final_2nd_min_addr = 3'd0;
        for (int i = 0; i < 8; i++) begin
            if (i != final_min_addr) begin
                if (distances[i] < final_2nd_min || 
                   (distances[i] == final_2nd_min && i < final_2nd_min_addr)) begin
                    final_2nd_min = distances[i];
                    final_2nd_min_addr = i[2:0];
                end
            end
        end
        if (in_valid) begin
            addr_1st = final_min_addr;
            addr_2nd = final_2nd_min_addr;
        end else begin
            addr_1st = 3'd0;
            addr_2nd = 3'd0;
        end
    end
    always_ff @(posedge clk or posedge rst) begin
        if (rst) begin
            out_valid <= 1'b0;
        end else begin
            out_valid <= in_valid;
        end
    end
endmodule
module compare_and_swap_with_addr_priority (
    input logic [31:0] a, b,
    input logic [2:0] addr_a, addr_b,
    output logic [31:0] min_val, max_val,
    output logic [2:0] min_addr, max_addr
);
    always_comb begin
        if (a < b) begin
            min_val = a;
            max_val = b;
            min_addr = addr_a;
            max_addr = addr_b;
        end else if (a > b) begin
            min_val = b;
            max_val = a;
            min_addr = addr_b;
            max_addr = addr_a;
        end else begin
            if (addr_a < addr_b) begin
                min_val = a;
                max_val = b;
                min_addr = addr_a;
                max_addr = addr_b;
            end else begin
                min_val = b;
                max_val = a;
                min_addr = addr_b;
                max_addr = addr_a;
            end
        end
    end
endmodule
==> run.sh <==
#!/bin/bash
# OpenROAD 26Q1-2900-gdf79404cd8, Yosys 0.63+post, stock flow scripts
make -C /OpenROAD-flow-scripts/flow DESIGN_CONFIG=/design/flow/config.mk WORK_HOME=/design/flow/orfs finish
==> config.mk <==
export PLATFORM = sky130hd
export DESIGN_NAME = dist_sort
export DESIGN_NICKNAME = dist_sort
export VERILOG_FILES = /design/flow/design.v
export SDC_FILE = /design/flow/constraint.sdc
export NUM_CORES = 4
export LEC_CHECK = 1
export CORE_UTILIZATION = 50
export SYNTH_HDL_FRONTEND = slang
==> constraint.sdc <==
current_design dist_sort

set clk_period 25.9
set clk_io_pct 0.2

create_clock -name clk0 -period $clk_period [get_ports {clk}]

set non_clock_inputs [all_inputs -no_clocks]
set_input_delay [expr $clk_period * $clk_io_pct] -clock clk0 $non_clock_inputs
set_output_delay [expr $clk_period * $clk_io_pct] -clock clk0 [all_outputs]
==> impl_metrics.tcl <==
# collected from the flow reports
set metrics [dict create \
    rr_worst_depth 100 \
    r2r_slack_ns 2.33 \
    comb_area_um2 83400 \
    grt_max_degree 140 \
    drcViolationCount 0 \
    finalCriticalPeriod_ns 23.57 \
    cts.sinks 1267 \
    critPathLaunchType "register" \
    tightestPinTransition_ns 1.08 \
    synth.top_cells.by_area "dfrtp_1, fa_1, ha_1" \
    overflow 0 \
    holdCritStartpoint "search_0_r[46]$_DFF_PP0_" \
    cts_setup_buffers 0 \
    cp_common_cell "a21oi_1" \
    ys_area_um2 127000 \
    end_kind "register" \
    syn_to_final_growth_pct 12.8 \
    synth.distinct_cells 68 \
    antenna_found_initial 33 \
    hpwl_mm 343 \
    gp_congestion 1.05 \
    maxCapViolations 0 \
    netlist_instances 11900 \
    hold_class "register to register" \
    port_buffers 585 \
    hold_violations 0 \
    path_class "register to register" \
    dieArea_um2 255000 \
    fillCellCount 20800 \
    fp_util_pct 50.3 \
    synth_seq_share_pct 25.0 \
    reg2reg_from "distance_calc_inst.distance_results[44]$_DFFE_PP0P_" \
    track_usage_pct 33.6 \
    cts_root_buffer "clkbuf_16" \
    largest_area_cell "dfrtp_1" \
    warnings 441 \
    worstPathRequired_ns 26.61 \
    die_x_um 505 \
    cts_hold_buffers 0 \
    drive_gt1_share_pct 4.36 \
    h-tree-depth 4 \
    rsz0062_at_grt "no" \
    syn_area_um2 127000 \
    hold_end "distance_calc_inst.search_vectors_r[46]$_DFF_PP0_" \
    outcome "completed" \
    ys.flops 1267 \
    hold_depth 0 \
    avgSynthCellArea_um2 10.7 \
    core_um2 252000 \
    yosysWarnings 0 \
    yosysCellCount 11900 \
    finalSetupViolCount 0 \
    drtIter0Drc 3699 \
    async_reset_ff_share_pct 100 \
    path_max_fanout 28 \
    rows 184 \
    edf_count 0 \
    clock_latency_ns 0.83 \
    drv_slew 0 \
    tritoncts "yes" \
    ff_type "dfrtp_1" \
    ios 586 \
    grt_pass1_vias 90600 \
    finalClockPeriodUsage_pct 91.0 \
    ant_nets 0 \
    clk_path_buf_depth 4 \
    r2r_end "addr_2nd[1]$_DFF_PP0_" \
    relSlewSlack_pct 27.9 \
    clk_pin_slew_ns 0.06 \
    cpPeakStageDelay_ns 0.70 \
    die_y_um 505 \
    routed_via_density 5.10 \
    max_freq_mhz 42.4 \
    cts_resized 0 \
    finish.utilization_pct 56.8 \
    crit_slowest_cell "a31oi_1" \
    flop_area_um2 31700 \
    top_area_share_pct 25.0 \
    drt-wirelength-per-cell_um 24.0 \
    grt_pass1_wl_mm 581 \
    arrival_ns 24.28 \
    skew_ns 0.0638 \
    wl_mm 389 \
    first_pass_iters 22 \
    numCtsBuffers 144 \
    fin_setup_tns_ns 0 \
    vias 82700 \
]
area by class of cell:
cell class                      instances  area share, %
Sequential cell                      1267           22.2
Antenna cell                           15         0.0263
Timing Repair Buffer                  791           5.21
Clock inverter                         54          0.480
Inverter                             3021           7.94
Clock buffer                          192           2.85
Tap cell                             3348           2.93
Multi-Input combinational cell       7534           58.4
per-layer routing:
metal / GRT usage (%) / up-vias / part of all wire [%]
met5: 0.244 / - / 0.081
li1: - / 39200 / -
met2: 52.2 / 1855 / 48
met1: 43.8 / 41100 / 38
met3: 13.2 / 522 / 9.6
met4: 12.6 / 36 / 4.9
cells in the final DEF, fill, tap and decap left out, types with 19 or more instances in the layout:
| master | netlist | layout |
|---|---|---|
| a21o_1 | 500 | 500 |
| a21oi_1 | 663 | 663 |
| a41oi_1 | 128 | 128 |
| and2_1 | 28 | 28 |
| buf_4 | 0 | 203 |
| clkbuf_1 | 45 | 22 |
| clkbuf_16 | 0 | 146 |
| clkbuf_8 | 0 | 24 |
| clkdlybuf4s50_1 | 0 | 585 |
| dfrtp_1 | 1267 | 1266 |
| fa_1 | 1542 | 1542 |
| ha_1 | 2201 | 2201 |
| inv_1 | 3020 | 3019 |
| mux2_2 | 80 | 80 |
| mux2i_1 | 401 | 400 |
| nand2_1 | 294 | 294 |
| nand2b_1 | 106 | 106 |
| nand4_1 | 19 | 19 |
| nor2_1 | 596 | 596 |
| nor2b_1 | 65 | 65 |
| o21a_1 | 19 | 19 |
| o21ai_0 | 116 | 116 |
| o21bai_1 | 134 | 134 |
| or2_2 | 19 | 19 |
| xnor2_1 | 310 | 308 |
| xor2_1 | 162 | 161 |
registers in the layout, summed over array words and instances, names as in the netlist, 3 cells and up:
signal / flops
distance_calc_inst.distance_results: 104
search_5_r: 64
search_0_r: 64
search_7_r: 64
addr_2nd: 3
distance_calc_inst.search_vectors_r: 512
addr_1st: 3
search_3_r: 64
search_2_r: 64
search_6_r: 64
query_r: 64
distance_calc_inst.query_vector_r: 64
search_4_r: 64
search_1_r: 64
cell usage after synthesis (9+ instances only):
master and n:
o21ai_0 116, nand2_1 294, o21bai_1 134, o21a_1 19
xnor2_1 310, o22ai_1 9, nand4_1 19, or2_2 19
a21o_1 500, dfrtp_1 1267, xor2_1 162, a21oi_1 663
mux2i_1 401, nor2b_1 65, and3_1 13, fa_1 1542
a41oi_1 128, nand2b_1 106, nor2_1 596, mux2_2 80
nor3_1 16, clkbuf_1 45, a31oi_1 13, ha_1 2201
and2_1 28, nand3_1 17, inv_1 3020
cells by family (layout without fill, tap and decap cells):
family,Yosys count,count (layout),synth area share [%]
fa+ha+maj,3747,3747,46.2
buf+inv,3075,4058,9.13
compound gates,1644,1644,8.38
flops,1267,1267,25.0
simple gates,1186,1186,4.09
mux,485,485,3.92
xor+xnor,472,472,3.27
other cells,0,15,0
worst max-delay path by stage:
| stage | start | endpoint | slack [ns] |
|---|---|---|---|
| after CTS | distance_calc_inst.distance_results[44]$_DFFE_PP0P_ | addr_2nd[1]$_DFF_PP0_ | 2.59 |
| after global routing | distance_calc_inst.distance_results[105]$_DFFE_PP0P_ | addr_2nd[1]$_DFF_PP0_ | 0.44 |
| final | distance_calc_inst.distance_results[44]$_DFFE_PP0P_ | addr_2nd[1]$_DFF_PP0_ | 2.33 |
stage by stage:
step                      instance area [um^2]  hold slack, ns  setup slack [ns]  cells
final                                   143000           0.305              2.33  16200
after global routing                    143000           0.314             0.444  16200
after CTS                               143000           0.311              2.59  16200
after detailed placement                138000           0.335              2.68  16000
after global placement                  138000           0.332              2.64  16000
after floorplan                         127000           0.331              3.21  11900
critical path: cells and delay by family, from the launching register on:
| kind | cells | cell delay, ns |
|---|---|---|
| flops | 1 | 0.40 |
| fa+ha+maj | 10 | 2.81 |
| compound gates | 54 | 12.54 |
| buf+inv | 12 | 2.55 |
| mux | 4 | 1.48 |
| simple gates | 20 | 3.61 |
